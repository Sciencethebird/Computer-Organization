$ cat flow/run.sh
#!/bin/bash
# OpenROAD 26Q1-2900-gdf79404cd8, Yosys 0.63+post, stock flow scripts
make -C /OpenROAD-flow-scripts/flow DESIGN_CONFIG=/design/flow/config.mk WORK_HOME=/design/flow/orfs finish
$ cat flow/config.mk
export PLATFORM = sky130hd
export DESIGN_NAME = alu
export DESIGN_NICKNAME = alu
export VERILOG_FILES = /design/flow/design.v
export SDC_FILE = /design/flow/constraint.sdc
export NUM_CORES = 4
export LEC_CHECK = 1
export CORE_UTILIZATION = 40
$ cat flow/constraint.sdc
current_design alu

set clk_period 23.5
set clk_io_pct 0.2

create_clock -name clk0 -period $clk_period [get_ports {clk}]

set non_clock_inputs [all_inputs -no_clocks]
set_input_delay [expr $clk_period * $clk_io_pct] -clock clk0 $non_clock_inputs
set_output_delay [expr $clk_period * $clk_io_pct] -clock clk0 [all_outputs]
$ cat flow/design.v
`timescale 1ns/1ps
module alu(
           clk,            
           rst_n,          
           src1,           
           src2,           
           ALU_control,    
           result,         
           zero,           
           cout,           
           overflow        
           );
input           clk;
input           rst_n;
input  [32-1:0] src1;
input  [32-1:0] src2;
input   [4-1:0] ALU_control;
output [32-1:0] result;
output          zero;
output          cout;
output          overflow;
wire   [32-1:0] result;
wire   [32-1:0] result_t;
reg             zero;
reg             cout;
reg             overflow;
wire   [32-1:0] c;
wire    [2-1:0] op; 
wire  A_invert, B_invert;
wire [32-1:0] temp_diff;
reg [32-1:0] ans_temp;  
assign {A_invert, B_invert} = {ALU_control[3], ALU_control[2]};
assign  op = {ALU_control[1], ALU_control[0]};	
assign result = ans_temp;
assign temp_diff = src1 - src2;
alu_top A0 (.src1(src1[0]), .src2(src2[0]), .less(temp_diff[31]), .A_invert(A_invert), .B_invert(B_invert), .cin(B_invert), .operation(op), .result(result_t[0]), .cout(c[0]));
alu_top A1 (.src1(src1[1]), .src2(src2[1]), .less(0), .A_invert(A_invert), .B_invert(B_invert), .cin(c[0]),     .operation(op), .result(result_t[1]), .cout(c[1]));
alu_top A2 (.src1(src1[2]), .src2(src2[2]), .less(0), .A_invert(A_invert), .B_invert(B_invert), .cin(c[1]),     .operation(op), .result(result_t[2]), .cout(c[2]));
alu_top A3 (.src1(src1[3]), .src2(src2[3]), .less(0), .A_invert(A_invert), .B_invert(B_invert), .cin(c[2]),     .operation(op), .result(result_t[3]), .cout(c[3]));
alu_top A4 (.src1(src1[4]), .src2(src2[4]), .less(0), .A_invert(A_invert), .B_invert(B_invert), .cin(c[3]),     .operation(op), .result(result_t[4]), .cout(c[4]));
alu_top A5 (.src1(src1[5]), .src2(src2[5]), .less(0), .A_invert(A_invert), .B_invert(B_invert), .cin(c[4]),     .operation(op), .result(result_t[5]), .cout(c[5]));
alu_top A6 (.src1(src1[6]), .src2(src2[6]), .less(0), .A_invert(A_invert), .B_invert(B_invert), .cin(c[5]),     .operation(op), .result(result_t[6]), .cout(c[6]));
alu_top A7 (.src1(src1[7]), .src2(src2[7]), .less(0), .A_invert(A_invert), .B_invert(B_invert), .cin(c[6]),     .operation(op), .result(result_t[7]), .cout(c[7]));
alu_top A8 (.src1(src1[8]),  .src2(src2[8]),  .less(0), .A_invert(A_invert), .B_invert(B_invert), .cin(c[7]),      .operation(op), .result(result_t[8]), .cout(c[8]));
alu_top A9 (.src1(src1[9]),  .src2(src2[9]),  .less(0), .A_invert(A_invert), .B_invert(B_invert), .cin(c[8]),      .operation(op), .result(result_t[9]), .cout(c[9]));
alu_top A10 (.src1(src1[10]), .src2(src2[10]), .less(0), .A_invert(A_invert), .B_invert(B_invert), .cin(c[9]),     .operation(op), .result(result_t[10]), .cout(c[10]));
alu_top A11 (.src1(src1[11]), .src2(src2[11]), .less(0), .A_invert(A_invert), .B_invert(B_invert), .cin(c[10]),     .operation(op), .result(result_t[11]), .cout(c[11]));
alu_top A12 (.src1(src1[12]), .src2(src2[12]), .less(0), .A_invert(A_invert), .B_invert(B_invert), .cin(c[11]),     .operation(op), .result(result_t[12]), .cout(c[12]));
alu_top A13 (.src1(src1[13]), .src2(src2[13]), .less(0), .A_invert(A_invert), .B_invert(B_invert), .cin(c[12]),     .operation(op), .result(result_t[13]), .cout(c[13]));
alu_top A14 (.src1(src1[14]), .src2(src2[14]), .less(0), .A_invert(A_invert), .B_invert(B_invert), .cin(c[13]),     .operation(op), .result(result_t[14]), .cout(c[14]));
alu_top A15 (.src1(src1[15]), .src2(src2[15]), .less(0), .A_invert(A_invert), .B_invert(B_invert), .cin(c[14]),     .operation(op), .result(result_t[15]), .cout(c[15]));
alu_top A16 (.src1(src1[16]), .src2(src2[16]), .less(0), .A_invert(A_invert), .B_invert(B_invert), .cin(c[15]),     .operation(op), .result(result_t[16]), .cout(c[16]));
alu_top A17 (.src1(src1[17]), .src2(src2[17]), .less(0), .A_invert(A_invert), .B_invert(B_invert), .cin(c[16]),     .operation(op), .result(result_t[17]), .cout(c[17]));
alu_top A18 (.src1(src1[18]), .src2(src2[18]), .less(0), .A_invert(A_invert), .B_invert(B_invert), .cin(c[17]),     .operation(op), .result(result_t[18]), .cout(c[18]));
alu_top A19 (.src1(src1[19]), .src2(src2[19]), .less(0), .A_invert(A_invert), .B_invert(B_invert), .cin(c[18]),     .operation(op), .result(result_t[19]), .cout(c[19]));
alu_top A20 (.src1(src1[20]), .src2(src2[20]), .less(0), .A_invert(A_invert), .B_invert(B_invert), .cin(c[19]),     .operation(op), .result(result_t[20]), .cout(c[20]));
alu_top A21 (.src1(src1[21]), .src2(src2[21]), .less(0), .A_invert(A_invert), .B_invert(B_invert), .cin(c[20]),     .operation(op), .result(result_t[21]), .cout(c[21]));
alu_top A22 (.src1(src1[22]), .src2(src2[22]), .less(0), .A_invert(A_invert), .B_invert(B_invert), .cin(c[21]),     .operation(op), .result(result_t[22]), .cout(c[22]));
alu_top A23 (.src1(src1[23]), .src2(src2[23]), .less(0), .A_invert(A_invert), .B_invert(B_invert), .cin(c[22]),     .operation(op), .result(result_t[23]), .cout(c[23]));
alu_top A24 (.src1(src1[24]), .src2(src2[24]), .less(0), .A_invert(A_invert), .B_invert(B_invert), .cin(c[23]),     .operation(op), .result(result_t[24]), .cout(c[24]));
alu_top A25 (.src1(src1[25]), .src2(src2[25]), .less(0), .A_invert(A_invert), .B_invert(B_invert), .cin(c[24]),     .operation(op), .result(result_t[25]), .cout(c[25]));
alu_top A26 (.src1(src1[26]), .src2(src2[26]), .less(0), .A_invert(A_invert), .B_invert(B_invert), .cin(c[25]),     .operation(op), .result(result_t[26]), .cout(c[26]));
alu_top A27 (.src1(src1[27]), .src2(src2[27]), .less(0), .A_invert(A_invert), .B_invert(B_invert), .cin(c[26]),     .operation(op), .result(result_t[27]), .cout(c[27]));
alu_top A28 (.src1(src1[28]), .src2(src2[28]), .less(0), .A_invert(A_invert), .B_invert(B_invert), .cin(c[27]),     .operation(op), .result(result_t[28]), .cout(c[28]));
alu_top A29 (.src1(src1[29]), .src2(src2[29]), .less(0), .A_invert(A_invert), .B_invert(B_invert), .cin(c[28]),     .operation(op), .result(result_t[29]), .cout(c[29]));
alu_top A30 (.src1(src1[30]), .src2(src2[30]), .less(0), .A_invert(A_invert), .B_invert(B_invert), .cin(c[29]),     .operation(op), .result(result_t[30]), .cout(c[30]));
alu_top A31 (.src1(src1[31]), .src2(src2[31]), .less(0), .A_invert(A_invert), .B_invert(B_invert), .cin(c[30]),     .operation(op), .result(result_t[31]), .cout(c[31]));
always@( posedge clk or negedge rst_n ) 
begin
	if(!rst_n) begin
	end
	else begin  
	    ans_temp <= result_t;
	    zero <=!(result_t[0]   |  result_t[1]   |  result_t[2]  |  result_t[3]  |  result_t[4]  |  result_t[5]  |  result_t[6]  |  result_t[7]  |  result_t[8]   |  result_t[9]  |   
	                      result_t[10] | result_t[11] |  result_t[12]  |  result_t[13]  |  result_t[14]  |  result_t[15]  |  result_t[16]  |  result_t[17]  |  result_t[18]  |  result_t[19]  |  
	                      result_t[20] | result_t[21] |  result_t[22]  |  result_t[23]  |  result_t[24]  |  result_t[25]  |  result_t[26]  |  result_t[27]  |  result_t[28]  |  result_t[29]  |  
	                      result_t[30] |   result_t[31]) ;
       cout <= c[31];
	   overflow <= c[31] ^ c[30];
	end
end
endmodule
`timescale 1ns/1ps
module alu_top(
               src1,        
               src2,        
               less,        
               A_invert,    
               B_invert,    
               cin,         
               operation,   
               result,      
               cout,        
               );
input         src1;
input         src2;
input         less;
input         A_invert;
input         B_invert;
input         cin;
input [2-1:0] operation;
output        result;
output        cout;
reg           result;
reg cout;
wire          adder_temp;
wire          src1_temp;
wire          src2_temp;
mux_2 a( .d({!src1,src1}) , .select(A_invert), .q(src1_temp));
mux_2 b( .d({!src2,src2}) , .select(B_invert), .q(src2_temp));
always@( src1_temp or src2_temp or operation or cin or less)  
begin
    case(operation)
        0:begin 
                result = src1_temp & src2_temp;
                cout = 0;
             end
        1: begin
                result = src1_temp | src2_temp;
                cout = 0;
            end
        2: begin
                result = src1_temp ^ src2_temp ^ cin; 
                cout =  (src1_temp & src2_temp) | (cin & src1_temp) | (cin & src2_temp);
            end
        3:  begin
                result = less;
                cout = 0;
             end
    endcase
end
endmodule
`timescale 1ns / 1ps
module mux_2(input[2-1:0] d, input select, output reg q);
always@(d or select)
begin
    case(select)
       0: q = d[0];
       1: q = d[1];
    endcase
end
endmodule
==> run notes <==
run results: status=finished, final reports clean, clk sink count=35, dominant logic cell types in the final layout=inv_1, clkdlybuf4s50_1, ha_1, Port Buffers=104, grt total ovfl=0, tool warnings=88, Peak supply drop=0.0272 mV, placed inst area=6440 um2, layout cells sized above 1=4.88%, Synth cell types=37, mean post-synth cell area=9.42 um2, Final Hold Vio Count=0, post-route ant nets=0, Cells after Synth=562, Cell area leaders=ha_1, edfxtp_1, fa_1, fp_density=41.4%, PwrDens=39.0 nW/um2, critical path arrival=22.77 ns, Die Wd=117 um, Final Max Tran Viols=0, Startpoint Class=primary input, Placed Cells=818, required time worst endpoint=23.64 ns, setup TNS=0 ns, Fill cells=1140, diode count=0, CTS Hold Bufs=0, Core Area=12800 um2, Synth flops=35, Yosys Warn Count=34, largest net degree at the start of global routing=76, Seq share, synth=19.9%, GRT Util Overall=17.3%, YS chip area=5290 um2, max-cap violations=0, HPWL after detailed placement=8960 um, maximum clock frequency=0.0442 GHz, final setup fails=0, first-pass GRT wire length=17600 um, clock-pin slew on the worst setup and hold paths=0.05 ns, Mapped Area=5290 um2, most numerous logic cell after layout=inv_1, Slew HR=50.9%, Area Growth Syn to Fin=25.9%, cell mode on critical path=fa_1, crit-path max cell delay=0.50 ns, DR WL/cell=13.3 um, Non-Filler Instances=828, P_leak=3.09 nW, Ports=105, final worst slack=0.877 ns, Pre-antenna DRT Iters=5, initial antenna violation count=0, TritonCTS clock tree=built, Setup CP Type=primary input to register, critical path fanouts, max=2, Residual DRC=0, vias in the first global route=3619, Total Routed Length=11000 um, crit end category=register, Final min period=22.62 ns, fraction of registers with async set/reset=0%, number of enable flip-flop cells=35, Max Buffers Root-to-Sink=2, DP Worst Slack=0.307 ns, period utilization=96.3%, Num CTS Buffers=5, H-tree levels=2, DIE AREA=13700 um2, routability cong.=0.864, ys cells=562, Die H=117 um, # rows=41, Root Driver=clkbuf_16, Vias=3822, initial DRC count=135, Slowest cell on crit path=or4_1, post-synth top area cell=ha_1, Synth top area share=22.2%, Final Cell Area=6660 um2, worst slew pin tran=0.736 ns, HP Class=primary input to register, RSZ-0062 raised after global routing=false, Synth Flop Type=edfxtp_1, Via density=4.62
cell type report:
class / instances / area [um2] / area share [%]
Multi-Input combinational cell: 396 / 3770 / 56.6
Clock inverter: 2 / 12.5 / 0.188
Clock buffer: 6 / 129 / 1.93
Tap cell: 172 / 215 / 3.23
Sequential cell: 35 / 1050 / 15.8
Timing Repair Buffer: 112 / 1090 / 16.4
Inverter: 105 / 394 / 5.92
flip-flops by register name, summed over array words and instances (netlist names):
| register | count |
|---|---|
| ans_temp | 32 |
| overflow | 1 |
| zero | 1 |
| cout | 1 |
cells in the mapped netlist (5+ instances only):
cell      count
a21oi_1      14
buf_2         5
buf_6         5
clkbuf_1     12
edfxtp_1     35
fa_1         31
ha_1         94
inv_1       105
mux2i_1      12
nand2_1      12
nand2b_1     31
nor2_1        7
nor2b_1      37
nor4_1        5
o21ai_0      24
o22ai_1      13
o31a_1       19
or4_1         5
xor2_1       64
power by group:
| part | internal (W) | switching, W | total [W] |
|---|---|---|---|
| clock network | 0.0000390 | 0.0000229 | 0.0000620 |
| logic | 0.0000586 | 0.0000590 | 0.000118 |
| registers | 0.0000785 | 0.00000180 | 0.0000803 |
| total | 0.000176 | 0.0000837 | 0.000260 |
path summary, 6_finish.rpt:
kind,cells after the start,startpoint,endpoint
setup / recovery,70,src2[1],zero$_DFFE_PP_
hold / removal,5,ALU_control[2],ans_temp[1]$_DFFE_PP_
per-layer routing:
layer,vias up,routed length (um),GRT usage [%]
met5,-,0,0
met4,0,79,1.27
met3,8,303,0.839
met2,72,4940,28.4
met1,1755,5710,27.4
li1,1987,-,-
cells by family after synthesis:
group | count (synthesis) | share of synthesized area [%]
buffers and inverters | 131 | 10.1
adder cells (fa/ha/maj) | 125 | 33.9
AND/OR/NAND/NOR | 112 | 13.0
AND-OR/OR-AND | 80 | 9.74
XOR/XNOR | 67 | 11.1
flip-flops | 35 | 19.9
multiplexers | 12 | 2.27
per-stage QoR:
step | total power [W] | util [%] | hold slack, ns
after detailed placement | 0.000198 | 50.4 | 5.43
after floorplan | 0.000150 | - | 4.81
after CTS | 0.000259 | 51.5 | 5.21
after global placement | 0.000197 | 50.4 | 5.43
final | 0.000260 | 52.2 | 5.21
after global routing | 0.000281 | 52.2 | 5.24
critical path, delay by kind of cell:
kind                     cells  cell delay [ns]
XOR/XNOR                     1             0.20
multiplexers                 1             0.14
AND-OR/OR-AND                1             0.13
AND/OR/NAND/NOR             34             5.75
buffers and inverters        2             0.59
adder cells (fa/ha/maj)     31            11.27
timing repair:
item,4_1_cts,5_1_grt
setup buffers,0,2
endpoints found under the setup margin,0,1
resized,0,13
hold endpoints to repair,0,0
Power is estimated from default activity; no workload was simulated.
