==> flow/design.v <==
module Hazard_Detection_Unit(
    IFID_RsRt,  
    IDEX_Rt,  
    M,  
    PCSrc, 
    IDFlush,  
    EXFlush,  
    IFFlush,  
    PCWrite,  
    IFIDWrite
);
input   [10-1:0] IFID_RsRt;
input   [5-1:0]   IDEX_Rt;
input   [3-1:0]   M;
input   PCSrc;
output reg IDFlush;
output reg EXFlush;
output reg IFFlush;
output reg PCWrite;
output reg IFIDWrite;
always@(IFID_RsRt, IDEX_Rt, M, PCSrc) begin
    if(PCSrc)begin
            IDFlush <= 1;
            EXFlush <= 1;
            IFFlush <= 1;
            PCWrite <= 1;  
            IFIDWrite <=1;
    end
    else  if((IFID_RsRt[9:5] == IDEX_Rt || IFID_RsRt[4:0] == IDEX_Rt) &&  IDEX_Rt != 0 && M[1]) begin
            IDFlush <= 0;
            EXFlush <= 0;
            IFFlush <= 0;
            PCWrite <= 0;
            IFIDWrite <=0;
        end
    else begin
            IDFlush <= 0;
            EXFlush <= 0;
            IFFlush <= 0;
            PCWrite <= 1;
            IFIDWrite <=1;
       end
end     
endmodule      
==> flow/run.sh <==
#!/bin/bash
# OpenROAD 26Q1-2900-gdf79404cd8, Yosys 0.63+post, stock flow scripts
make -C /OpenROAD-flow-scripts/flow DESIGN_CONFIG=/design/flow/config.mk WORK_HOME=/design/flow/orfs finish
==> flow/config.mk <==
export PLATFORM = sky130hd
export DESIGN_NAME = Hazard_Detection_Unit
export DESIGN_NICKNAME = Hazard_Detection_Unit
export VERILOG_FILES = /design/flow/design.v
export SDC_FILE = /design/flow/constraint.sdc
export NUM_CORES = 4
export LEC_CHECK = 1
export CORE_AREA = 10 10 70 70
export DIE_AREA = 0 0 80 80
==> flow/constraint.sdc <==
current_design Hazard_Detection_Unit

set clk_period 1.4
set clk_io_pct 0.2

create_clock -name clk0 -period $clk_period

set non_clock_inputs [all_inputs -no_clocks]
set_input_delay [expr $clk_period * $clk_io_pct] -clock clk0 $non_clock_inputs
set_output_delay [expr $clk_period * $clk_io_pct] -clock clk0 [all_outputs]
==> run summary <==
run results: most frequent cells in the layout=dlygate4sd2_1, buf_4, xnor2_1, clkdlybuf4s50_1, Die Area=6400 um2, leakage=0.1942 nW, chip width=80 um, Via density=2.663, element type at the critical path start=input pin, Placer Congestion=0.7905, dpl ws=-0.8772 ns, warnings from Yosys=1, Hold Path Sink=IFIDWrite, Congestion Overflow GR=0, Antenna Nets Post-Route=0, VDD IR max=0.00002809 V, cell type with the largest total area=xnor2_1, max-slew violations=0, Cell Type Count=9, Syn Area/Cell=7.337 um2, synthesized area=161.4 um2, Worst Hold Class=input pin to output pin, Req. time, crit path=1.12 ns, vias in the first global route=246, CORE AREA=3416 um2, Setup Crit Path Kind=input pin to output pin, power per cell area=236.5 nW/um2, post-synth top area share=0.3256, RSZ-0062 raised after global routing=true, max_slew headroom=0.8824, Syn Inst Count=22, hold wc startpoint=PCSrc, Synth area leaders=xnor2_1, xor2_1, buf_4, initial core utilization=0.04725, Finish-stage setup viols=2, worst slew pin tran=0.1752 ns, max cap viols=0, area reported by Yosys stat=161.4 um2, tool warnings=36, # hold bufs at CTS=0, crit end category=output pin, final period utilization=1.087, Synth-to-Final Area Change=191.5%, row count=21, fin worst setup slack=-0.1213 ns, crit path DAT=1.24 ns, f_max=657.4 MHz, fraction of layout cells with a size suffix above 1=0.4565, status=finished with violations, Commonest Layout Cell=dlygate4sd2_1, register area share after synthesis=0, DP HPWL=691.6 um, largest net degree at the start of global routing=4, final hold viol count=0, Yosys Instances=22, Port Buffer Count=22, GR Util All Layers=0.02032, Avg WL per Cell=9.380 um, Hold Crit Depth=4, worst-path maximum fanout=2, Post-Route WL=863 um, # DRC=0, Reg area=0 um2, first-pass GRT wire length=1083 um, clock buf count=0, DIE HEIGHT=80 um, routed via count=245, initial antenna violation count=0, post-layout min period=1.521 ns, ant diodes=0, failing checks=negative setup slack, Hold WS=0.9647 ns, drt first pass iters=1, Starting DRT DRC Count=0, I/O Pins=24, seq_cells=0
## cells by family after synthesis
family,after synthesis,synth area share
xor gates and xnor gates,10,0.5426
buffers and inverters,4,0.1861
AOI/OAI and AO/OA,1,0.03098
and+or+nand+nor,7,0.2403
## power by group
group          internal (W)  switching [W]  total [W]
Combinational     0.0000710      0.0000402   0.000111
Clock                     0              0          0
Sequential                0              0          0
## cell usage after synthesis, drive strengths merged
master / n
nand3: 2
o21ai: 1
or4: 1
nor3b: 1
xnor2: 6
xor2: 4
nor3: 2
nor2: 1
buf: 4
## worst max-delay path by stage
stage,slack (ns),to,from,cells past startpoint
after global routing,-0.18,IFIDWrite,IFID_RsRt[4],6
final,-0.12,PCWrite,IFID_RsRt[4],6
after CTS,-0.15,PCWrite,IDEX_Rt[4],6
## routing by layer
layer	track usage	part of all wire	vias to the layer above
met5	0	0	-
met4	0	0	0
met3	0.01023	0.19	0
met2	0.03210	0.41	18
met1	0.02571	0.40	108
li1	-	-	119
## area by class of cell
class / instances / area, um2
Tap cell: 46 / 57.56
Timing Repair Buffer: 28 / 239.0
Multi-Input combinational cell: 18 / 173.9
Fill cell: 398 / 2945
## through the flow
stage                     cells    power, W  cell area, um2  TNS (ns)  utilization
after floorplan              22  0.00003343           161.4         0            -
after global placement       91   0.0001074           446.7    -2.352       0.1308
after detailed placement     91   0.0001083           446.7    -2.362       0.1308
after CTS                    91  0.00009631           416.7   -0.3001       0.1220
after global routing         92   0.0001192           470.5   -0.3677       0.1377
final                        92   0.0001113           470.5   -0.2393       0.1377
## worst max-delay path, stage by stage
cell and delay, ns:
dlygate4sd2_1 0.24, xnor2_1 0.17, nand3_1 0.13, nor3_2 0.21, o21ai_2 0.09, buf_2 0.12
## repair_timing
action / 4_1_cts / 5_1_grt
resized: 34 / 14
setup endpoints to repair: 5 / 2
buffers inserted: 0 / 1
pin swaps: 13 / 10
Power figures rest on the tool's default switching activity, not on a simulated workload.
